File: flow/config.mk
export PLATFORM = sky130hd
export DESIGN_NAME = FINALEJ3
export DESIGN_NICKNAME = FINALEJ3
export VERILOG_FILES = /design/flow/design.v
export SDC_FILE = /design/flow/constraint.sdc
export NUM_CORES = 4
export LEC_CHECK = 1
export CORE_AREA = 10 10 70 70
export DIE_AREA = 0 0 80 80
File: flow/design.v
module FFD5 (input wire clock, reset, set, input wire [3:0]D, output reg [3:0]Q);
always @ (posedge clock, posedge reset) begin
  if (reset) begin
    Q <= 4'b0;
    end
  else if (set) begin
    Q <= 4'b1111;
    end
  else
    Q <= D;
    end
endmodule
module FD1 (input wire clock, reset, input wire D, output reg Q);
always @ (posedge clock or posedge reset) begin
  if (reset)begin
  Q <= 1'b0;
  end
  else begin
  Q <= D;
  end
  end
  endmodule
module FINALEJ1 (input wire A, B, clock, reset, output wire Y);
wire  S1F, S0F, S1, S0;
assign S1F = (S0 & B) | (S1 & A & B);
assign S0F = ~S1 & ~S0 & A;
assign Y = S1 & A & B;
FD1 E2(clock, reset, S1F, S1);
FD1 E3(clock, reset, S0F, S0);
endmodule
module FINALEJ3 (input wire P, clock, reset, output wire Y2,Y1,Y0);
wire  S2, S1, S0, S2F, S1F, S0F;
assign S2F = (~S2 & S1 & S0 & P) | (~S2 & ~S1 & ~S0 & ~P) | (S2 & ~S1 & S0) | (S2 & ~S0 & P) | (S2 & S1 & ~P);
assign S1F = (~S1 & S0 & P) |  (S1 & ~S0 & P) | (S1 & S0 & ~P) |  (~S1 & ~S0 & ~P);
assign S0F = ~S0;
FD1 E5(clock, reset, S2F, S2);
FD1 E6(clock, reset, S1F, S1);
FD1 E7(clock, reset, S0F, S0);
assign Y2 = S2;
assign Y1 = ~S2 & S1 | S2 & ~S1;
assign Y0 = ~S1 & S0 | ~S0 & S1;
endmodule
File: flow/run.sh
#!/bin/bash
# OpenROAD 26Q1-2900-gdf79404cd8, Yosys 0.63+post, stock flow scripts
make -C /OpenROAD-flow-scripts/flow DESIGN_CONFIG=/design/flow/config.mk WORK_HOME=/design/flow/orfs finish
File: flow/constraint.sdc
current_design FINALEJ3

set clk_period 1.8
set clk_io_pct 0.2

create_clock -name clk0 -period $clk_period [get_ports {clock}]

set non_clock_inputs [all_inputs -no_clocks]
set_input_delay [expr $clk_period * $clk_io_pct] -clock clk0 $non_clock_inputs
set_output_delay [expr $clk_period * $clk_io_pct] -clock clk0 [all_outputs]
==> run notes <==
Observations from the implementation run.

Floorplanning:
- The run puts the number of primary I/O pins at 6.
- Row generation in the floorplan step produced 21 rows.
- After floorplanning, the core was sized to cover 3420 sq um.
- The run gives the vertical die dimension as 80 microns.
- The run puts the die width at 80 microns.
- The run puts the overall chip area at 6400 sq um.
- The run puts the effective utilization at floorplan at 0.0703.

CTS:
- The run gives the CTS root buffer as sky130_fd_sc_hd__clkbuf_4.
- In this run, CTS created clock tree buffers numbering 3.
- The run gives the clock insertion delay at the later pin of the skew report as between 0.2 and 0.25 ns.
- The run gives the CTS tree as yes.
- The run gives the clock-pin slew on the worst setup and hold paths as 0.04 ns.
- The run puts the number of hold-repair buffers added at the cts stage at 0.
- The run puts the buffer levels on the longest clock path at 2.
- Per the CTS log, the maximum H-tree level is 1.
- The number of clock sinks came to 3.

Synth:
- The run puts the cell area after technology mapping at 240 sq um.
- The area recorded from the Yosys report for this design is approximately 240 sq um.
- The run gives the area share of and/or/nand/nor cells after synthesis as 0.0781.
- The run puts the cell count listed in synth_stat.txt at 23.
- The run gives the share of synthesized area spent on multiplexers as 0.0469.
- Of the synthesized area, sequential elements account for 0.313.
- The run gives the number of warning messages in the yosys log as 1.
- After synthesis the netlist holds a flip-flop and latch count of 3.
- The run gives the top logic cell family in the synthesized netlist as adder cells.
- The run puts the synthesized area per cell at 10.4 sq um.
- The area fraction of the largest cell type after synthesis is 0.417.
- Of all cell types, the one taking the most synthesized area is sky130_fd_sc_hd__ha_1.
- The run puts the XOR/XNOR share of the synthesized area at 0.
- By area the synthesized netlist is led by sky130_fd_sc_hd__ha_1, sky130_fd_sc_hd__dfrtp_1, sky130_fd_sc_hd__a21oi_1.
- The run puts the complex-gate fraction of the synthesized area at 0.0833.
- The run puts the adder and majority gate portion of the synthesized area at 0.417.
- The run gives the post-synthesis instance total as 23.
- The run gives the number of distinct library cells after synthesis as 9.

Final timing:
- The run gives the number of failing setup endpoints in the final timing report as 0.
- The run gives the number of max-slew violations in the final report as 0.
- The run gives the final critical delay including setup and external delays as 1.75 ns.
- At the pin with the least slew margin, the transition time is 0.195 ns.
- The run puts the remaining max-slew budget at the tightest pin at 0.869.
- The run gives the upper clock frequency limit as roughly 570 MHz.
- The run gives the number of hold violations in the final report as 0.
- The run gives the clock skew as about 0.00048 ns.
- The run gives the share of the cycle needed by the critical path after routing as 0.973.

Layout:
- The layout stage reports a final design area of between 400 and 500 sq um.
- In the final layout, the share of cells above drive strength 1 is 0.286.
- The run gives the relative area change from synthesis to final layout as 70.3%.
- Per the layout area report, the register area comes to 75.1 sq um.
- The multi-input combinational cells in the finished layout cover a total of 163 sq um.
- The run gives the number of cells in the finished layout apart from fillers as 81.
- The filler cells instantiated in the layout total 395.

Setup path:
- The most critical setup path has its endpoint at Y0.
- The run gives the library cell contributing the largest single delay on the critical path as sky130_fd_sc_hd__clkdlybuf4s50_1.
- For the worst reg-to-reg path, the endpoint reported by OpenROAD is E5.Q$_DFF_PP0_.
- The run gives the launching element type of the critical path as a register.
- STA classifies the critical path endpoint as an output port.
- The run gives the launching instance or port of the critical path as E7.Q$_DFF_PP0_.
- In this design, the stage delay of the slowest critical-path cell is 0.46 ns.
- The critical path is of the reg2out type.
- For the worst setup path, the data arrival time is 1.39 ns.
- The signal on the critical path passes through inv_2 > ha_4 > clkdlybuf4s50_1.
- The run gives the number of stages on the worst setup path as 3.
- The run puts the depth of the worst register-to-register path at 5.
- The timing report gives the worst reg2reg path a setup slack of roughly 0.52 ns.
- The run gives the required time of the worst setup path as 1.44 ns.
- The run gives the source of the worst register-to-register timing path as E5.Q$_DFF_PP0_.
- The run gives the peak fanout along the critical path as 5.
- The run puts the combined buffer and inverter count along the critical path at 2.
- Grouping stages by cell kind, the critical path spends the most delay in buffers and inverters.

Drt:
- In the post-route report, total wirelength is listed as 590 microns.
- TritonRoute reported its final design rule violation total as 0.
- The run puts the total via count after detailed routing at 193.
- The run puts the final antenna-violating net count at 0.
- The run gives the ratio of routed vias to standard cells as between 2 and 2.5.
- The run gives the final antenna diode count as 0.
- For this sky-water flow run, the detailed-routed wirelength per cell is reported as 7.28 microns.
- The iteration count recorded for the first detailed-route pass is 2.
- For this block, the initial DRC count from the detailed router was 1.

GRT:
- For this run, the total global-route usage over all layers was measured as 0.0190.
- The initial antenna violation count is 0.
- The run puts the global-route wire length before repair at ~960 microns.
- Entering global routing, the biggest net connects 6 pins.
- The total overflow left after global routing is 0.
- The number of global-route vias before repair came to ~230.

Placement:
- The run puts the number of buffer cells added on primary ports at 5.
- The run gives the total placed cells including tap cells as 74.
- The run puts the placed standard-cell area at roughly 350 sq um.
- The run gives the routability-driven placement congestion ratio as 0.751.

Run status:
- The run finished with clean final reports.

Pwr:
- The run gives the clock share of power as 0.314.
- The analysis reports a worst IR drop on VDD of 0.125 mV.
- The run puts the part of the power in combinational logic at 0.443.
- The run gives the power per unit of standard cell area as 912 nW/um^2.
- The run gives the net switching component of the power as 0.107 mW.
- The run gives the internal power summed over all cells as ~0.27 mW.
- The run puts the leakage dissipation at roughly 0.18 nW.
- Of the total power, registers draw 0.243.
- Of the total power, the share spent switching nets is 0.288.

Hold path:
- The path class of the tightest hold or removal check is in2async.

Run:
- The run gives the reported max-cap violation count as 0.
- The run gives the tally of OpenROAD warnings as 31.
==> worst register-to-register path, cell delays in order (launching register included) <==
cell and delay [ns]:
sky130_fd_sc_hd__dfrtp_1 0.35, sky130_fd_sc_hd__inv_1 0.07, sky130_fd_sc_hd__ha_1 0.19, sky130_fd_sc_hd__mux2_1 0.29
sky130_fd_sc_hd__a21oi_1 0.16, sky130_fd_sc_hd__o21ai_1 0.10
==> placed cells by master (no fill, tap or decap), drive strengths merged <==
| master | netlist | final |
|---|---|---|
| a21oi | 3 | 3 |
| and2b | 1 | 1 |
| buf | 0 | 3 |
| clkbuf | 0 | 4 |
| clkdlybuf4s50 | 0 | 5 |
| dfrtp | 3 | 3 |
| ha | 8 | 8 |
| inv | 4 | 4 |
| mux2 | 1 | 1 |
| nor2 | 1 | 1 |
| nor3 | 1 | 1 |
| o21ai | 1 | 1 |
==> worst min-delay path by stage <==
| stage | start | end | slack (ns) | cells past startpoint |
|---|---|---|---|---|
| finish | reset | E7.Q$_DFF_PP0_ | 0.31 | 2 |
| global route | reset | E6.Q$_DFF_PP0_ | 0.34 | 2 |
| CTS | reset | E7.Q$_DFF_PP0_ | 0.31 | 2 |
==> cell type report <==
class / instances / area share
multi-input combinational: 16 / 0.398
sequential: 3 / 0.183
timing repair buffer: 8 / 0.177
tap: 46 / 0.141
clock buffer: 4 / 0.0642
inverter: 4 / 0.0367
==> layer usage <==
layer / track usage / wire [microns] / vias up
li1: - / - / 96
met1: 0.0213 / 275 / 91
met2: 0.0265 / 226 / 6
met3: 0.0148 / 88 / 0
met4: 0.00704 / 0 / 0
met5: 0 / 0 / -
==> synthesized netlist by cell type (all sizes together) <==
master	count
nor3	1
o21ai	1
inv	4
nor2	1
a21oi	3
mux2	1
dfrtp	3
and2b	1
ha	8
==> state kept, by name (all words and copies together) (netlist names) <==
name,count
E7.Q,1
E5.Q,1
E6.Q,1
==> timing repair <==
| item | in CTS | in global routing |
|---|---|---|
| buffers inserted | 2 | 1 |
| endpoints found under the hold margin | 0 | 0 |
| resized | 2 | 1 |
| endpoints found under the setup margin | 2 | 2 |
==> cell families after synthesis <==
group           after synthesis
simple gates                  3
flops                         3
compound gates                4
fa+ha+maj                     8
buf+inv                       4
mux                           1
==> per-stage QoR <==
| step | util | total power [mW] | setup slack, ns | TNS (ns) | hold WS, ns |
|---|---|---|---|---|---|
| global placement | 0.102 | 0.220 | 0.186 | 0 | 0.503 |
| global route | 0.120 | 0.406 | -0.000333 | -0.000333 | 0.337 |
| finish | 0.120 | 0.373 | 0.0487 | 0 | 0.310 |
| detailed placement | 0.102 | 0.227 | 0.152 | 0 | 0.536 |
| CTS | 0.118 | 0.379 | 0.000237 | 0 | 0.314 |
| floorplan | - | 0.148 | 0.571 | 0 | 0.114 |
==> power by group through the flow <==
stage | Clock [mW] | Sequential (mW) | Combinational [mW]
4_1_cts | 0.125 | 0.0892 | 0.165
5_1_grt | 0.125 | 0.0920 | 0.189
6_report | 0.117 | 0.0905 | 0.165
No activity file was given, so power comes from the tool's default toggle rates.
